**/design/flow/design.v**
```verilog
`timescale 1ns / 1ps
module source(clk,rst,entered_pin,ammount_entered,OP,IC,CS,MT,blance,pin,y0,y1,y2,y3,y4,y5,y6,y7,y8,y9,y10,y11);
input wire clk,rst,IC,CS,MT;  
input wire [1:0] entered_pin;
input wire [1:0] ammount_entered;
input wire [1:0] OP;  
output reg y0,y1,y2,y3,y4,y5,y6,y7,y8,y9,y10,y11;
input wire [1:0] blance;
input wire  [1:0] pin;
reg [1:0] blance_reg;
reg [1:0] pin_reg;
localparam [3:0] idle_state=4'b0000,  
					  scan_card=4'b0001,   
					  enter_pin=4'b0010,   
					  option_select=4'b0011,  
					  invalid=4'b0100,      
					  withdraw=4'b0101,   
					  blance_check=4'b0110,   
					  deposit=4'b0111,     
					  money_withdraw=4'b1000,   
					  blance_show=4'b1001,   
					  money_deposited=4'b1010,   
					  anything_else=4'b1011;   
reg [3:0] current_state, next_state;
always @(posedge clk or negedge rst)
begin
	if(!rst)
	begin
		current_state<=idle_state;
		end
	else
		current_state<=next_state;
end
always @(*)
begin
y0 <= 0;
		y1 <= 0; 
		y2 <= 0;
		y3 <= 0;
		y4 <= 0;
		y5 <= 0;
		y6 <= 0;
		y7 <= 0;
		y8 <= 0;
		y9 <= 0;
		y10 <= 0;
		y11 <= 0;
next_state <= current_state;
blance_reg <= blance;
pin_reg <= pin;
case(current_state)
		idle_state:begin
							if(IC)
								begin
								next_state <= scan_card;
								y1 <= 1;
								end
							else
								begin
								next_state <= idle_state;
								y0 <= 1;
								end
					  end
		scan_card: begin
							if(CS)
								begin
								next_state <= enter_pin;
								y2 <= 1;
								end
							else
								begin
								next_state <= idle_state;
								y0 <= 1;
								end
					  end
		enter_pin: begin
							if(entered_pin == pin_reg)
								begin
									next_state <= option_select;
									y3 <= 1;
								end
							else
								begin
								next_state <= invalid;
								y4 <= 1;
								end
					  end
		invalid: begin
						next_state <= idle_state;
						y0 <= 1;
					end
		option_select:begin
							if(OP == 2'b10)
								begin
								next_state <= withdraw;
								y5 <= 1;
								end
							else if(OP == 2'b01)
								begin
								next_state <= blance_check;
								y6 <= 1;
								end
							else if(OP == 2'b11)
								begin
								next_state <= deposit;
								y7 <= 1;
								end
							else
								begin
								next_state <= invalid;
								y4 <= 1;
								end
						  end
		withdraw: begin
							if(ammount_entered <= blance_reg) 		 
								begin
								next_state <= money_withdraw;
								y8 <= 1;
								end
							else
								begin
								next_state <= invalid;
								y4 <= 1;
								end
					 end
		blance_check: begin
							next_state <= blance_show;
							y9 <= 1;
						  end
		deposit: begin
							if(ammount_entered <= 11)  
								begin
								next_state <= money_deposited;
								y10 <= 1;
								end
							else
								begin
								next_state <= invalid;
								y4 <= 1;
								end
					end
		money_withdraw: begin
								next_state <= anything_else;
								y11 <= 1;
							 end
		blance_show: begin
							next_state <= anything_else;
							y11 <= 1;
						 end
		money_deposited: begin
									next_state <= anything_else;
									y11 <= 1;
							  end
		anything_else: begin
								if(MT)
									begin
									next_state <= option_select;
									y3 <= 1;
									end
								else
									begin
									next_state <= idle_state;
									y0 <= 1;
									end
							end
endcase
end
endmodule
```
**/design/flow/run.sh**
```bash
#!/bin/bash
# OpenROAD 26Q1-2900-gdf79404cd8, Yosys 0.63+post, stock flow scripts
make -C /OpenROAD-flow-scripts/flow DESIGN_CONFIG=/design/flow/config.mk WORK_HOME=/design/flow/orfs finish
```
**/design/flow/constraint.sdc**
```tcl
current_design source

set clk_period 1.3
set clk_io_pct 0.2

create_clock -name clk0 -period $clk_period [get_ports {clk}]

set non_clock_inputs [all_inputs -no_clocks]
set_input_delay [expr $clk_period * $clk_io_pct] -clock clk0 $non_clock_inputs
set_output_delay [expr $clk_period * $clk_io_pct] -clock clk0 [all_outputs]
```
**/design/flow/config.mk**
```make
export PLATFORM = sky130hd
export DESIGN_NAME = source
export DESIGN_NICKNAME = source
export VERILOG_FILES = /design/flow/design.v
export SDC_FILE = /design/flow/constraint.sdc
export NUM_CORES = 4
export LEC_CHECK = 1
export CORE_AREA = 10 10 70 70
export DIE_AREA = 0 0 80 80
```
==> results.txt <==
Notes on the flow run.

- The register area is 303 sq um, for reference.
- The synthesis warning total is 1, for reference.
- In this run the tightest slew margin relative to its limit is 0.797.
- For this sky-water flow run, the detailed-routed wirelength per cell is reported as 11.3 um.
- The critical path's slowest stage uses the library cell o211ai_1.
- The flip-flop count of the largest register, all copies and words added is 12, for reference.
- The worst setup path is launched from an input pin.
- The number of buffers on the longest clock path is 2, for reference.
- After synthesis, the design contains 43 cells according to Yosys.
- TritonCTS built the clock tree.
- The number of DRC violations after detailed-routing iteration 0 is 7, for reference.
- The leakage component of the power was reported as 0.614 nW.
- The initial utilization of the core area, before any placement, comes to 0.146.
- STA classifies the critical path endpoint as a primary output.
- Setup repair after global routing could not meet its margin everywhere.
- The buffer cell driving the clock tree root is clkbuf_4, for reference.
- Data on the critical path is required at its endpoint by 1.04 ns.
- The worst-case setup margin in the final layout is -0.144 ns, for reference.
- The count of nets left with antenna violations once routing finished came out at 0.
- The first detailed-routing pass took 2 iterations.
- Ranked by flip-flop count, first place goes to current_state.
- Per the skew report, the later register of the worst-skew pair sees a clock latency of 0.26 ns.
- The transition time recorded at the tightest slew-check pin is 0.300 ns.
- Synthesis instantiated 20 different standard cells from the library.
- In this run, post-CTS hold repair placed 0 buffers.
- According to the floorplan report, the die width is 80 um.
- The number of global-route vias before repair is 602, for reference.
- In this run the number of cells on the critical path is 7.
- In this run the mean area of a mapped cell was 11.6 sq um.
- The height of the chip is 80 um, for reference.
- The cell type with the highest aggregate area in the netlist is dfrtp_1, for reference.
- The number of buffers inserted by port buffering is 26, for reference.
- According to the timing report, the critical path is launched from blance[1].
- The number of buffers added by the clock tree synthesis step is 3, for reference.
- In the final layout, the multi-input gates occupy 305 sq um.
- Across all layers, the routed design uses 537 vias.
- The combined buffer and inverter count along the critical path is 3, for reference.
- In the synthesized netlist, the number of instances is 43.
- The cell depth of the worst flop-to-flop path is 7, for reference.
- Per Yosys stat, the portion of area used by sequential elements is 0.604.
- The worst register-to-register path begins at current_state[6].
- The placer congestion estimate is 0.754, for reference.
- The first global-routing pass estimated 2960 um of wire.
- The longest individual stage delay on the worst path is 0.21 ns, for reference.
- The growth of design area from synthesis to finish is 137%, for reference.
- The number of diodes is 0, for reference.
- The top logic cell by instance count in the layout is buf_4, for reference.
- The area fraction of the largest cell type after synthesis is 0.551.
- The routed design could run at a clock period as short as 1.44 ns.
- The clock input transition at the sequential cells of the worst setup and hold paths is 0.07 ns, for reference.
- The total count of max-transition violations in the final report is 0, for reference.
- At the end of the flow the core is filled with cells to 0.347.
- The number of vias per cell is 3.63, for reference.
- The yosys synthesis chip area is 499 sq um, for reference.
- According to the floorplan log, the row count is 21.
- The type of the worst setup path is in -> out, for reference.
- The flow ran to the end, but the final reports show violations.
- Looking at the VDD voltage map, the peak drop is 471 uV.
- The total setup violations reported at the end of the flow is 6, for reference.
- The number of antenna violations at the first check in global routing is 0, for reference.
- The checks that failed: negative setup slack.
- The boundary pin count is 27, for reference.
- In this run the power density over the cells is 816 nW/um^2.
- STA puts the critical path data arrival time at 1.18 ns.
- The registers reported with the highest flop counts are current_state x12.
- After detailed routing, the total wire length is 1680 um.
- The kind of cell with the highest combined delay along the critical path is AND-OR/OR-AND gates.
- The timing-limited maximum frequency is 0.692 GHz, for reference.
- The flop and latch count out of synthesis is 12, for reference.
- The sink count of the clock tree is 12, for reference.
- The most common logic cells in the final layout are buf_4, buf_6, dfrtp_1.
- The die covers 6400 sq um.
- The report shows a maximum critical-path fanout of 2.
- Entering global routing, the biggest net connects 13 pins.
- The standard cell core area is 3420 sq um, for reference.
- Global routing finished with a remaining overflow of 0.
- In this run the number of H-tree levels came out at 1.
- The number of filler instances in the final layout is 347, for reference.
- Summing over the stages, the warning tally comes to 27.
- The total DRC errors in the routed layout is 0, for reference.
- Traced cell by cell, the critical path runs through buf_8, inv_4, ha_4, nor2b_4, o211ai_1, o311ai_1, buf_2.
- Post-route period utilization is reported as 1.11.
- The worst hold-check path type is in -> async, for reference.
- After synthesis, the cell types taking the most area are dfrtp_1, dfstp_2, ha_1.
- After layout, the setup clock skew is reported as 0.00330 ns.
- The number of endpoints with negative hold slack in the final report is 0, for reference.
- The global router's overall resource usage is 0.0567, for reference.
- The netlist area before placement is 499 sq um, for reference.
- Once detailed placement completed, the half-perimeter wirelength came to 1140 um.
- The worst hold margin is 0.297 ns, for reference.
- The max-cap violation count is 0, for reference.
- In the final layout, the share of cells above drive strength 1 is 0.706.
-- layout make-up --
type,instances,share of cell area
well taps,46,0.0486
multi-input cells,27,0.258
flip-flops and latches,12,0.256
clock buffers,4,0.0222
repair buffers,55,0.401
inverters,4,0.0148
-- worst reg2reg max path: cells and delay by family (launching register included) --
family | cells | cell delay [ns]
buf+inv | 5 | 0.48
flops | 1 | 0.39
compound gates | 1 | 0.18
simple gates | 1 | 0.06
-- Yosys cell counts --
cell      instances
o21ai_1           1
nand3_1           2
inv_1             4
o21ai_0           1
nor2b_1           1
or3_1             1
nand2_1           2
and3_1            1
dfrtp_1          11
dfstp_2           1
nor3b_1           1
o211ai_1          1
and2_1            3
o311ai_1          2
a22o_1            2
a21oi_1           1
xor2_1            2
nand2b_1          2
nor2_1            2
ha_1              2
-- power breakdown --
group / internal [W] / switching, W / leakage (nW)
clock: 0.000119 / 0.000108 / 0.0150
sequential: 0.000399 / 0.0000137 / 0.162
combinational: 0.000223 / 0.000103 / 0.437
-- per-stage QoR --
| step | instances | total power (W) | TNS [ns] | instance area (sq um) | setup slack [ns] |
|---|---|---|---|---|---|
| after CTS | 145 | 0.000938 | -0.452 | 1110 | -0.164 |
| after floorplan | 43 | 0.000456 | 0 | 499 | 0.0852 |
| after detailed placement | 123 | 0.000586 | -5.82 | 877 | -0.920 |
| final | 148 | 0.000965 | -0.427 | 1180 | -0.144 |
| after global routing | 148 | 0.00103 | -0.866 | 1180 | -0.214 |
| after global placement | 123 | 0.000583 | -5.77 | 877 | -0.919 |
-- routing by layer --
layer	global-route usage	vias up	wire [um]
met5	0	-	0
met4	0.00352	0	5
met3	0.0273	2	140
met2	0.0859	18	778
met1	0.0749	249	753
li1	-	268	-
-- kinds of logic (layout without fill, tap and decap cells) --
family	Yosys count	count (layout)	share of synthesized area
AND-OR/OR-AND	8	8	0.115
buffers and inverters	4	63	0.0301
XOR/XNOR	2	2	0.0351
AND/OR/NAND/NOR	15	15	0.165
flip-flops	12	12	0.604
adder cells (fa/ha/maj)	2	2	0.0501
-- what timing repair did --
item                       CTS  global route
gates resized               93            15
cloned                       0             0
setup endpoints to repair   14            11
setup buffers               18             4
pin swaps                   17             9
-- final timing paths --
kind                               endpoint  slack [ns]
max                                      y4       -0.14
min                        current_state[7]        0.30
max reg2reg                current_state[0]        0.12
min reg2reg                current_state[4]        0.38
max in group asynchronous  current_state[0]        0.78
min in group clk0          current_state[4]        0.38
Power and IR drop assume default switching activity.
